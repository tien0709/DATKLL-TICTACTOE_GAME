$ cat run.sh
#!/bin/bash
# OpenROAD 26Q1-2900-gdf79404cd8, Yosys 0.63+post, stock flow scripts
make -C /OpenROAD-flow-scripts/flow DESIGN_CONFIG=/design/flow/config.mk WORK_HOME=/design/flow/orfs finish
$ cat config.mk
export PLATFORM = sky130hd
export DESIGN_NAME = check_state
export DESIGN_NICKNAME = check_state
export VERILOG_FILES = /design/flow/design.v
export SDC_FILE = /design/flow/constraint.sdc
export NUM_CORES = 4
export LEC_CHECK = 1
export CORE_AREA = 10 10 70 70
export DIE_AREA = 0 0 80 80
$ cat constraint.sdc
current_design check_state

set clk_period 2.0
set clk_io_pct 0.2

create_clock -name clk0 -period $clk_period

set non_clock_inputs [all_inputs -no_clocks]
set_input_delay [expr $clk_period * $clk_io_pct] -clock clk0 $non_clock_inputs
set_output_delay [expr $clk_period * $clk_io_pct] -clock clk0 [all_outputs]
$ cat design.v
`timescale 1ns/1ps
module check_state ( 
	input [17:0] move, 
    input [1:0] turn,
    input [2:0] temp_state,
    output reg [2:0] next_state
);
parameter 	A = 2'b01,		 
			B = 2'b10;		 
  parameter   INIT = 3'b000,  
              PLAY = 3'b001,  
              Awin = 3'b010,  
              Bwin = 3'b011,  
              DRAW = 3'b100;  
always @(*)
begin  
	if (
			(move[0] && move[1] && move[2]) || 
			(move[3] && move[4] && move[5]) || 
			(move[6] && move[7] && move[8]) || 
			(move[0] && move[3] && move[6]) || 
			(move[1] && move[4] && move[7]) || 
			(move[2] && move[5] && move[8]) || 
			(move[0] && move[4] && move[8]) || 
			(move[2] && move[4] && move[6])    
		)
			next_state = Awin;
	else
	if (
			(move[09] && move[10] && move[11]) ||
			(move[12] && move[13] && move[14]) ||
			(move[15] && move[16] && move[17]) ||
			(move[09] && move[12] && move[15]) ||
			(move[10] && move[13] && move[16]) ||
			(move[11] && move[14] && move[17]) ||
			(move[09] && move[13] && move[17]) ||
			(move[11] && move[13] && move[15])
		)
			next_state = Bwin;
	else
	  if (move == (-18'd1))
			next_state = DRAW;
    else 
      begin 
        next_state = temp_state;
      end
end
endmodule
==> CHANGELOG.md <==
### Metrics

* Sequential element share of the synthesized area at 0
* Syn Inst Count at 30
* Final setup fails at 0
* DR DRC count at 0
* Routed len/inst at about 11 um
* Iteration-0 DRC Markers at 0
* Die width at 80 um
* Remaining antenna violation count at 0
* Total congestion overflow at 0
* Slowest CP cell: or4_4
* Slew margin rel. at 0.900
* Post-Synthesis Cell Area at about 220 um2
* Total power at about 0.12 mW
* YS chip area at about 220 um2
* CORE AREA at ~3400 um2
* CP Max Fanout at 2
* FP Core Util at 0.0630
* Leak at ~0.27 nW
* Drt first pass iters at 1
* CP bufs+invs at 3
* Yosys cell count at 30
* DP HPWL at approximately 1100 um
* Worst Hold Depth at 4
* Final Critical Period at 1960 ps
* CP startpoint kind: input port
* Cell Type Count at 16
* Placed Instances at roughly 110
* Area grow syn2layout at 188%
* Ys Warns at 1
* Tightest Pin Transition at between 100 and 150 ps
* Max Slew Vio Count at 0
* VDD IR max at between 0.00009 and 0.0001 V
* RSZ-0062 raised after global routing: yes
* GRT Total Usage at 0.0376
* CP Capture Type: primary output
* Slowest stage delay, CP at roughly 430 ps
* Min-delay src: move[10]
* Row cnt at 21
* Max cap viols at 0
* Clock buffer count at 0
* Hold WC Path Type: in2out
* Hold Path Sink: next_state[0]
* IO Count at 26
* Critical Path RT at 1600 ps
* Pin count of the biggest net entering global routing at 6
* Worst path top cell family by delay: simple AND/OR/NAND/NOR gates
* Chip area at roughly 6400 um2
* First-pass GRT wire length at 1970 um
* Initial antenna violation count at 0
* Vias per cell at 3.38
* Crit path arrival time at between 1500 and 2000 ps
* Hold Slack at ~1200 ps
* # port buffers at 24
* PD cells at 197 nW/um2
* Diodes inserted at 0
* Gpl congestion at approximately 0.83
* Period utilization at 0.981
* OpenROAD warnings at 35
* Synthesized area per cell at 7.17 um2
* Util after Layout at 0.181
* Status: finished, final reports clean
* Critical Path, Cell by Cell: clkdlybuf4s15_1 > nand4_1 > or4_4 > buf_6 > a211oi_2 > buf_2
* Die Ht at 80 um
* Total number of vias at between 300 and 400
* Achievable frequency at between 500 and 600 MHz
* Drt total wl at about 1200 um
* Number of global-route vias before repair at 420
* Final Non-Filler Cells at 115
* Layout cell share with drive strength beyond 1 at 0.696
* Sequential Area at 0 um2
* Flops at 0
* Crit Path Category: in2out
* Cts-stage hold buffer count at 0
* Final Hold Fails at 0
-- worst min-delay path, stage by stage --
cell and delay (ps):
buf_2 110, nand3_2 70, a41oi_1 100, buf_2 110
-- cells by family (layout without fill, tap and decap cells) --
kind of cell | count (synthesis) | count (layout) | synth area share
compound gates | 14 | 14 | 0.529
simple gates | 13 | 13 | 0.419
buf+inv | 3 | 42 | 0.0523
-- report_power, final --
| group | internal (mW) | switching [mW] | total [mW] | leakage [nW] |
|---|---|---|---|---|
| logic | 0.0761 | 0.0460 | 0.122 | 0.273 |
| clock network | 0 | 0 | 0 | 0 |
| registers | 0 | 0 | 0 | 0 |
-- how the worst max path moves through the flow --
stage        from       endpoint  cells after the start
6_report  move[1]  next_state[2]                      6
4_1_cts   move[3]  next_state[2]                      7
5_1_grt   move[1]  next_state[2]                      6
-- final cells by class --
class / count / area [um2]
tap: 46 / 57.6
fill: 389 / 2800
multi-input combinational: 27 / 249
inverter: 3 / 11.3
timing repair buffer: 39 / 302
-- stage by stage --
stage / setup TNS, ps / worst slack, ps / area [um2]
2_1_floorplan: 0 / 201 / 215
3_3_place_gp: -2280 / -839 / 581
3_5_place_dp: -2270 / -826 / 581
4_1_cts: 0 / 13.9 / 602
5_1_grt: -78.4 / -54.3 / 619
6_report: 0 / 37.5 / 619
-- cells in the final DEF (no fill, tap or decap), types with 2 or more instances in the layout --
cell	n
nand2_1	3
nand4_1	2
buf_4	12
a22oi_2	5
buf_6	8
a211o_1	2
a22o_1	2
clkdlybuf4s50_1	3
nor2_1	2
buf_2	13
inv_1	3
-- per-layer routing --
metal	track usage	part of all wire	up-vias
li1	-	-	204
met1	0.0508	0.48	172
met2	0.0618	0.46	13
met3	0.0102	0.063	0
met4	0	0	0
met5	0	0	-
-- timing repair --
item | CTS | global route
hold endpoints to repair | 0 | 0
resized | 89 | 6
pin swaps | 12 | 3
buffers inserted | 7 | 0
setup endpoints to repair | 3 | 3
-- cells in the mapped netlist --
cell type	instances	area [um2]
and4_1	1	8.76
nor2b_2	1	8.76
o21ai_0	1	5.00
nand4_1	2	12.5
a211o_1	2	17.5
inv_1	3	11.3
a22o_2	2	20.0
a41oi_1	1	8.76
nand2_1	4	15.0
or4_4	1	11.3
nor2_1	2	7.51
a211oi_1	1	7.51
a22o_1	2	17.5
a22oi_1	5	37.5
nand3_1	1	5.00
nand4_4	1	21.3
Power figures rest on the tool's default switching activity, not on a simulated workload.
